==> design/flow/design.v <==
module RegisterFile (
  input [7:0] wd3,          
  input [2:0] wa3,          
  input we3,                
  input clk,                
  input [2:0] ra1,          
  input [2:0] ra2,          
  input rst,                
  output [7:0] rd1,    		 
  output [7:0] rd2,   		 
  output [7:0] s_extra      
);
reg [7:0] registrador [7:0];  
integer i;  
	always @ (posedge clk or negedge rst)  
		begin
				if (rst != 1)  
				begin
					for(i = 0; i < 8; i = i+1) begin
					registrador [i] <= 0;  
					end
				end
				else if (we3 == 1 && wa3 != 0)  
					registrador [wa3] <= wd3;  
				else 
					registrador[0] <= 0;  
		end
  assign rd1 = registrador[ra1];  
  assign rd2 = registrador[ra2];  
  assign s_extra = registrador[0];
 endmodule
==> design/flow/run.sh <==
#!/bin/bash
# OpenROAD 26Q1-2900-gdf79404cd8, Yosys 0.63+post, stock flow scripts
make -C /OpenROAD-flow-scripts/flow DESIGN_CONFIG=/design/flow/config.mk WORK_HOME=/design/flow/orfs finish
==> design/flow/config.mk <==
export PLATFORM = sky130hd
export DESIGN_NAME = RegisterFile
export DESIGN_NICKNAME = RegisterFile
export VERILOG_FILES = /design/flow/design.v
export SDC_FILE = /design/flow/constraint.sdc
export NUM_CORES = 4
export LEC_CHECK = 1
export CORE_UTILIZATION = 50
==> design/flow/constraint.sdc <==
current_design RegisterFile

set clk_period 1.7
set clk_io_pct 0.2

create_clock -name clk0 -period $clk_period [get_ports {clk}]

set non_clock_inputs [all_inputs -no_clocks]
set_input_delay [expr $clk_period * $clk_io_pct] -clock clk0 $non_clock_inputs
set_output_delay [expr $clk_period * $clk_io_pct] -clock clk0 [all_outputs]
==> Changelog: implementation <==
### Metrics

- Cell Chain, Critical Path: mux2_4, a221oi_2, a21oi_1, o22a_1, buf_2
- CTS buffer count: 9
- Mean Syn Cell Area: 11.7 µm²
- Depth of the CTS H-tree: 3
- Regs by FF count: registrador: 64 flops
- Leakage: 2.36 nW
- Largest net degree at the start of global routing: 65
- Worst path slowest cell: dfrtp_1
- Die height: 86.4 µm
- Vias in the first global route: 3003
- FF-to-FF path depth: 3
- CTS tree: yes
- RSZ-0062 raised after global routing: yes
- Final Hold Viols: 3
- RD Place Congestion: 0.859
- Clock root buffer: clkbuf_8
- Area Growth Syn to Fin: 45.1%
- Maximum fanout along the worst path: 2
- Die X-Extent: 86.4 µm
- Worst-margin pin slew: 0.484 ns
- Fmax: 524 MHz
- DP Area: 4490 µm²
- Tool warning count: 28
- 1st-iter DRT viols: 147
- Final wirelength: 10300 µm
- Fraction of registers with async set/reset: 1.00
- Tally of non-filler cells in the final layout: 521
- Chip area: 7460 µm²
- Global route overflow: 0
- Clk_skew: 0 ns
- VDD IR-drop max: 0.516 mV
- Number of iterations in the first detailed-routing pass: 4
- DRC viols: 0
- Final setup violation count: 15
- Synth cell types: 40
- Hold crit path type: in -> async
- Post-layout min period: 1.91 ns
- FP Rows: 30
- Fin crit share: 1.12
- Inst Count DP: 475
- Worst setup margin: -0.208 ns
- Power per cell area: 935 nW/µm²
- Worst skew pair latency: 0.34 ns
- Vias: 2966
- Initial antenna violation count: 0
- Core ar.: 6830 µm²
- Slew Viols, Final: 0
- #FFs+latches synth: 64
- Port Buffers: 43
- YS chip area: 3560 µm²
- CP Capture Type: output pin
- Hold WS: -0.00176 ns
- Finished Cell Area: 5170 µm²
- Ys flop type: dfrtp_1
- Outcome: finished, violations left
- Cells in synth_stat.txt: 303
- # IOs: 44
- WL per Instance: 19.8 µm
- Tot GR Track Use: 0.303
- CP required: 1.36 ns
- Max-cap violations: 0
- Seq share, synth: 0.450
- First-pass GRT wire length: 16200 µm
- Floorplan utilization: 0.521
- Routed Antenna Nets: 0
- Clk sinks: 64
- Startpoint Class: register
- Max reg flops: 64
- # hold bufs at CTS: 0
- Failing checks: hold timing, setup timing
- WP data arrival: 1.57 ns
- Design Power: 4.83 mW
- Crit path kind: reg -> out
- Flip-flops with a built-in enable: 0
- Area of the mapped netlist: 3560 µm²
- Syn. warnings: 2
- Fin Setup TNS: -1.95 ns
- Placement Setup Slack: -0.875 ns
- Clock slew at reported path FFs: 0.07 ns
- Largest incremental delay on the critical path: 0.39 ns
- Vias per std cell: 5.69
- Max clock buf depth: 2
- Mapped Cells: 303
- Slew HR: 0.677
- Most flop-heavy register: registrador
- N_diodes: 0
- Dpl hpwl: 6440 µm
- Share of cells above drive strength 1: 0.518
[final cells by class]
type | count | area, µm²
Inverter | 6 | 22.5
Timing Repair Buffer | 130 | 1280
Fill cell | 452 | 1670
Tap cell | 96 | 120
Sequential cell | 64 | 1600
Clock buffer | 13 | 159
Multi-Input combinational cell | 209 | 1950
Clock inverter | 3 | 40.0
[cell usage after synthesis (2+ instances only)]
cell type | instances | share of area
nor2_1 | 16 | 0.017
buf_6 | 3 | 0.0095
dfrtp_1 | 64 | 0.45
mux4_2 | 2 | 0.013
a221oi_2 | 2 | 0.0084
mux2_4 | 4 | 0.017
nand4b_2 | 3 | 0.013
inv_1 | 5 | 0.0053
nand2b_1 | 5 | 0.0088
and2_1 | 8 | 0.014
or3_1 | 2 | 0.0035
mux2_2 | 53 | 0.17
buf_2 | 12 | 0.017
a211o_1 | 2 | 0.0049
buf_4 | 5 | 0.011
o22a_1 | 13 | 0.032
a21oi_1 | 7 | 0.0098
nor4bb_1 | 2 | 0.0056
clkbuf_1 | 4 | 0.0042
o32ai_1 | 7 | 0.017
nand2_1 | 13 | 0.014
o21ai_0 | 6 | 0.0084
nor2b_1 | 6 | 0.011
a221oi_1 | 3 | 0.0074
o22ai_1 | 6 | 0.011
a31oi_1 | 6 | 0.011
a211oi_1 | 7 | 0.015
mux2i_1 | 25 | 0.070
[metal layers]
layer  global-route usage  part of all wire  wire, µm
met5                    0                 0         0
met4               0.0576             0.018       184
met3               0.0705             0.071       733
met2                0.460              0.47      4840
met1                0.474              0.44      4550
[worst max-delay path: cells and delay by family, from the launching register on]
kind	cells	cell delay, ns
AOI/OAI and AO/OA	3	0.47
DFF	1	0.39
muxes	1	0.28
buffers and inverters	1	0.10
[repair_timing]
item | 4_1_cts | 5_1_grt
endpoints found under the setup margin | 16 | 16
pin swaps | 33 | 25
resized | 131 | 17
setup buffers | 26 | 6
gates cloned | 3 | 0
[kinds of logic (layout without fill, tap and decap cells)]
logic type | count (synthesis) | in the layout | share of synthesized area
compound gates | 62 | 62 | 0.132
buf+inv | 30 | 152 | 0.0475
flops | 64 | 64 | 0.450
mux | 84 | 84 | 0.267
simple gates | 63 | 63 | 0.103
[path summary, 6_finish.rpt]
path | startpoint | end | slack (ns)
min | rst | registrador[3][3] | -0.002
min in group clk0 | registrador[7][7] | registrador[7][7] | 0.53
max | registrador[6][5] | rd1[5] | -0.21
max in group asynchronous | rst | registrador[7][2] | 1.41
min reg2reg | registrador[7][7] | registrador[7][7] | 0.53
max reg2reg | registrador[3][7] | registrador[3][7] | 0.70
[cell usage in the layout, fill, tap and decap left out, types with 3 or more instances in the layout]
master           count
o32ai_1              7
buf_4               50
buf_12              11
a21oi_1              5
a31oi_1              6
a211oi_2             4
clkdlybuf4s50_1     20
nand2_2              3
and2_1               8
nand4b_2             3
buf_6               23
clkbuf_8            11
nor2b_1              6
dfrtp_1             64
o22a_1              13
inv_1                5
mux2i_1             19
mux2_4               6
a221oi_2             5
buf_2               21
o22ai_1              5
nand2b_1             3
mux2_2              51
o21ai_0              5
a211oi_1             3
mux2i_2              5
nor2_1              16
nand2_1              9
[report_power, final]
group / leakage [nW] / internal, mW / switching [mW]
clock network: 0.103 / 0.754 / 0.588
registers: 0.785 / 1.82 / 0.223
logic: 1.47 / 0.907 / 0.541
total: 2.36 / 3.48 / 1.35
[through the flow]
stage / hold WS, ns / util
after global routing: 0.0374 / 0.756
after global placement: 0.383 / 0.657
after floorplan: 0.0444 / -
final: -0.00176 / 0.756
after detailed placement: 0.382 / 0.657
after CTS: 0.0125 / 0.746
Power and IR drop assume default switching activity.
