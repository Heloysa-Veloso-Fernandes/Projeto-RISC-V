--- /design/flow/config.mk ---
export PLATFORM = sky130hd
export DESIGN_NAME = Dec_Bin_Hex_4_in
export DESIGN_NICKNAME = Dec_Bin_Hex_4_in
export VERILOG_FILES = /design/flow/design.v
export SDC_FILE = /design/flow/constraint.sdc
export NUM_CORES = 4
export LEC_CHECK = 1
export CORE_AREA = 10 10 70 70
export DIE_AREA = 0 0 80 80
--- /design/flow/constraint.sdc ---
current_design Dec_Bin_Hex_4_in

set clk_period 1.7
set clk_io_pct 0.2

create_clock -name clk0 -period $clk_period

set non_clock_inputs [all_inputs -no_clocks]
set_input_delay [expr $clk_period * $clk_io_pct] -clock clk0 $non_clock_inputs
set_output_delay [expr $clk_period * $clk_io_pct] -clock clk0 [all_outputs]
--- /design/flow/design.v ---
module Dec_Bin_Hex_4_in(input [3:0]in0, output reg[6:0]out);
	always @ (*) begin
		case (in0)
			4'b0000:	out = 7'b0000001;  
			4'b0001:	out = 7'b1001111;  
			4'b0010:	out = 7'b0010010;  
			4'b0011:	out = 7'b0000110;  
			4'b0100:	out = 7'b1001100;  
			4'b0101:	out = 7'b0100100;  
			4'b0110:	out = 7'b0100000;  
			4'b0111:	out = 7'b0001111;  
			4'b1000:	out = 7'b0000000;  
			4'b1001:	out = 7'b0000100;  
			4'b1010:	out = 7'b0001000;  
			4'b1011:	out = 7'b1100000;  
			4'b1100:	out = 7'b0110001;  
			4'b1101:	out = 7'b1000010;  
			4'b1110:	out = 7'b0110000;  
			4'b1111:	out = 7'b0111000;  
			default: out = 7'b1111111;  
		endcase 
	end
endmodule
--- /design/flow/run.sh ---
#!/bin/bash
# OpenROAD 26Q1-2900-gdf79404cd8, Yosys 0.63+post, stock flow scripts
make -C /OpenROAD-flow-scripts/flow DESIGN_CONFIG=/design/flow/config.mk WORK_HOME=/design/flow/orfs finish
==> flow_summary.json <==
{
  "min_path_type": "primary input to primary output",
  "p_sw_share_pct": 39.6,
  "status": "finished clean",
  "crit_path_frequent_cell": "buf_6",
  "die_h_um": 80,
  "num-fill-cells": 382,
  "initialDrtViolationCount": 3,
  "fp_util_pct": 7.88,
  "netlist_area_um2": 269,
  "critPathMaxFanout": 5,
  "dp_cells": 96,
  "grt_usage_pct": 2.22,
  "power_frac_comb_pct": 100.0,
  "grt_pass1_vias": 310,
  "crit_type": "primary input to primary output",
  "critPathLaunchType": "primary input",
  "p_switching_uw": 43.5,
  "p_int_uw": 66.3,
  "slowest_stage": "dlygate4sd2_1",
  "dieArea_um2": 6400,
  "fmax_mhz": 599,
  "ys_cells": 33,
  "powerDensity_nw_per_um2": 204,
  "wl_met3_um": 66,
  "routed_wl_um": 782,
  "regArea_um2": 0,
  "drive_above_1_share_pct": 43.4,
  "power_frac_seq_pct": 0,
  "timing.hold.ws_ps": 1140,
  "syn_to_final_growth_pct": 99.5,
  "n_antenna_cell": 0,
  "die_x_um": 80,
  "ys_chip_area_um2": 269,
  "wl_per_cell_um": 7.90,
  "cp-end-kind": "primary output",
  "hp-start": "in0[3]",
  "slowest_delay_ps": 240,
  "ant_nets": 0,
  "p_leak_uw": 0.000255,
  "final_cells": 99,
  "vias": 306,
  "slew_violations": 0,
  "grt_first_pass_wirelength_um": 1250,
  "power.total_uw": 110,
  "worstMarginPinSlew_ps": 168,
  "cp.required_ps": 1360,
  "syn_area_per_cell_um2": 8.15,
  "vdd_drop_max_v": 0.0000294,
  "netlist_instances": 33,
  "portBuffers": 11,
  "antenna_found_initial": 0,
  "core-area_um2": 3420,
  "num-clock-buffers": 0,
  "hold_viol_final": 0,
  "remaining_drc_errors": 0,
  "dr.max_layer_used": "met3",
  "power_frac_clock_pct": 0,
  "warning_count": 38,
  "io_pins": 11,
  "critPathArrivalTime_ps": 1330,
  "hpwl_um": 604,
  "dr_wl_met2_um": 382,
  "crit_chain": "buf_6 -> buf_6 -> ha_2 -> buf_4 -> mux2i_1 -> a21oi_2 -> dlygate4sd2_1",
  "crit_start": "in0[0]",
  "grt_overflow": 0,
  "fin_crit_ps": 1670,
  "dr.pass1.iters": 2,
  "ys_types": 13,
  "setup-tns-final_ps": 0,
  "ff_count": 0,
  "setup_viol": 0,
  "num_rows": 21,
  "wl_met1_um": 332,
  "cap_viol_max_count": 0,
  "place_congestion": 0.739,
  "yosys_warnings": 1,
  "ys_seq_share_pct": 0,
  "grt_max_degree": 11,
  "fin_crit_sh_pct": 98.2,
  "viasPerCell": 3.09,
  "maxSlewHeadroom_pct": 88.5
}
## critical path, delay by kind of cell
kind,cells,cell delay [ps]
multiplexers,1,160
AND-OR/OR-AND,1,70
adder cells (fa/ha/maj),1,170
buffers and inverters,4,600
## cells in the final DEF (no fill, tap or decap), drive strengths merged
cell	Yosys	layout
o211ai	1	1
o21ai	2	2
buf	1	14
ha	7	7
inv	3	3
nand2	1	1
dlygate4sd2	0	6
mux4	1	1
nand2b	2	2
a21oi	2	2
mux2i	6	6
clkdlybuf4s15	0	1
nor2	5	5
clkbuf	1	1
a32o	1	1
## repair_timing
item,in CTS,in global routing
hold buffers,0,0
buffers inserted,3,0
endpoints found under the hold margin,0,0
pin swaps,2,2
endpoints found under the setup margin,7,7
gates resized,31,5
## power groups by stage
stage     clock (µW)  sequential, µW  combinational (µW)
4_1_cts            0               0                 105
5_1_grt            0               0                 123
6_report           0               0                 110
## cell usage after synthesis
master,instances,area share (%)
ha_1,7,33
mux2i_1,6,22
nor2_1,5,7.0
inv_1,3,4.2
a21oi_1,2,3.7
nand2b_1,2,4.7
o21ai_1,2,3.7
a32o_1,1,3.7
buf_6,1,4.2
clkbuf_1,1,1.4
mux4_2,1,8.4
nand2_1,1,1.4
o211ai_1,1,2.8
## metal layers
metal | vias up | global-route usage (%)
li1 | 156 | -
met1 | 142 | 2.38
met2 | 8 | 4.49
met3 | 0 | 0.455
met4 | 0 | 0
met5 | - | 0
## metrics by stage
stage	utilization [%]	setup WS (ps)	instance area, µm²
2_1_floorplan	-	250	269
3_3_place_gp	14.1	-741	482
3_5_place_dp	14.1	-745	482
4_1_cts	15.2	19.0	518
5_1_grt	15.7	-6.05	537
6_report	15.7	29.9	537
## cell families (layout without fill, tap and decap cells)
logic type               after synthesis  count (layout)  share of synthesized area, %
AND/OR/NAND/NOR                        8               8                          13.0
adder cells (fa/ha/maj)                7               7                          32.6
multiplexers                           7               7                          30.7
AND-OR/OR-AND                          6               6                          14.0
buffers and inverters                  5              25                          9.77
## layout make-up
type / count / area [µm²] / share of cell area, %
multi-input cells: 28 / 272 / 50.6
repair buffers: 22 / 196 / 36.6
well taps: 46 / 57.6 / 10.7
inverters: 3 / 11.3 / 2.10
## path summary, 6_finish.rpt
kind                 end  slack, ps  cells after the start
hold / removal    out[3]       1140                      3
setup / recovery  out[1]         30                      7
Power figures rest on the tool's default switching activity, not on a simulated workload.
